### design/flow/config.mk
export PLATFORM = sky130hd
export DESIGN_NAME = multiplier
export DESIGN_NICKNAME = multiplier
export VERILOG_FILES = /design/flow/design.v
export SDC_FILE = /design/flow/constraint.sdc
export NUM_CORES = 4
export LEC_CHECK = 1
export CORE_UTILIZATION = 40
### design/flow/design.v
module multiplier(
    input [15:0] a,
    input [15:0] b,
    output [31:0] res
);
    reg [31:0] tmp;
    reg [31:0] multiplicand;
    integer i;
    always @(*) begin
        tmp = 0;
        multiplicand = {16'b0, a}; 
        for (i = 0; i < 16; i = i + 1) begin
            if (b[i] == 1) begin
                tmp = tmp + multiplicand;
            end
            multiplicand = multiplicand << 1;
        end
    end
    assign res = tmp;
endmodule
### design/flow/run.sh
#!/bin/bash
# OpenROAD 26Q1-2900-gdf79404cd8, Yosys 0.63+post, stock flow scripts
make -C /OpenROAD-flow-scripts/flow DESIGN_CONFIG=/design/flow/config.mk WORK_HOME=/design/flow/orfs finish
### design/flow/constraint.sdc
current_design multiplier

set clk_period 47.8
set clk_io_pct 0.2

create_clock -name clk0 -period $clk_period

set non_clock_inputs [all_inputs -no_clocks]
set_input_delay [expr $clk_period * $clk_io_pct] -clock clk0 $non_clock_inputs
set_output_delay [expr $clk_period * $clk_io_pct] -clock clk0 [all_outputs]
==> reports/results.tsv <==
metric	value	unit
run_status	finished, final reports clean	
drt_iter0_markers	1136	
die_height	197	µm
post-cts-setup-buffer-count	0	
antenna_cells_inserted	0	
yosys_synthesis_warning_count	1	
start_kind	input pin	
port_buffers	64	
hold_buffers	0	
dp_hpwl	43.2	mm
syn_area_per_cell	6.92	µm²
criticalPathCategory	input pin to output pin	
yosys_cells	2197	
vias_per_cell	6.08	
clockBufferCount	0	
grt_max_degree	37	
postRouteAntennaNets	0	
antenna_found_initial	0	
maxSlewHeadroom	33.9	%
synth.top_cells.by_area	sky130_fd_sc_hd__ha_1 (21%), sky130_fd_sc_hd__a21oi_1 (5.9%), sky130_fd_sc_hd__nand2_1 (5.6%), sky130_fd_sc_hd__xnor2_1 (5.2%), sky130_fd_sc_hd__o21ai_0 (5.2%)	
coreArea	0.0375	mm²
fraction_of_synthesized_cell_area_taken_by_the_top_area_cell_type	21.1	%
netlist.top_cell.by_area	sky130_fd_sc_hd__ha_1	
crit_path_max_incr_delay	800	ps
worst-slew-pin-transition	992	ps
endpoint_kind	output pin	
hold_path_class	input pin to output pin	
dieArea	0.0388	mm²
layout-area-overhead-vs-synth	8.51	%
post_cts.resized_instances	0	
min_period	43640	ps
fmax	22.9	MHz
postSynthSeqShare	0	%
setup_total_negative_slack	0	ps
grt_setup_unrepaired	no	
syn_area	0.0152	mm²
worstHoldEndpoint	res[9]	
drt-total-wl	54.9	mm
floorplan.core_util	40.5	%
critical_path_peak_fanout	19	
setup_violations	0	
mostFrequentLayoutCells	sky130_fd_sc_hd__ha_1 (256), sky130_fd_sc_hd__nand2_1 (227), sky130_fd_sc_hd__nor2_1 (186)	
crit_path_frequent_cell	sky130_fd_sc_hd__ha_1	
chip_area_yosys	0.0152	mm²
warnings	51	
data_required_time_at_the_worst_endpoint	38240	ps
floorplan.die.width	197	µm
final_number_of_hold_violating_endpoints	0	
worst-endpoint-arrival	34080	ps
detail_route.drc_violations	0	
post-route-period-util	91.3	%
grtUsageTotal	28.4	%
wire_length_per_cell_after_detailed_routing	20.0	µm
synth_cells	2197	
floorplan.io_pins	64	
min_delay_path_depth	5	
number_of_global_route_vias_before_repair	15200	
via_count	16700	
gr-total-overflow	0	
gp_weighted_congestion	0.973	
flops	0	
grt_first_pass_wirelength	84.8	mm
finalMaxSlewViolations	0	
layout.cells.most_common	sky130_fd_sc_hd__ha_1	
dr.pass1.iters	5	
area.sequential	0	µm²
timing.critical_path.slowest_stage_cell	sky130_fd_sc_hd__a221oi_1	
drive_gt1_share	6.41	%
rows	71	
hp-start	b[9]	
synth_cell_types	96	
max_cap_viol_count	0	
-- final cells by class --
type	instances	area [µm²]
multi-input cells	2017	14500
well taps	511	639
inverters	112	420
fillers	3831	21000
repair buffers	101	918
-- metrics by stage --
step	hold slack, ps	area, µm²	util, %	setup WS [ps]	std cells
after floorplan	19200	15200	-	9490	2197
after global placement	20340	16500	44.0	4410	2741
after detailed placement	20330	16500	44.0	4560	2741
after CTS	20330	16500	44.0	4430	2741
after global routing	20390	16500	44.0	2300	2741
final	20320	16500	44.0	4160	2741
-- metal layers --
metal | global-route usage, % | vias up | share of wire, %
li1 | - | 8340 | -
met1 | 39.0 | 7646 | 45
met2 | 46.6 | 563 | 45
met3 | 3.40 | 114 | 6.2
met4 | 8.70 | 0 | 3.6
met5 | 0 | - | 0
-- synth_stat cells (9+ instances only) --
master,n
sky130_fd_sc_hd__a211o_1,10
sky130_fd_sc_hd__a211oi_1,39
sky130_fd_sc_hd__a21o_1,65
sky130_fd_sc_hd__a21oi_1,179
sky130_fd_sc_hd__a22o_1,9
sky130_fd_sc_hd__a31oi_1,41
sky130_fd_sc_hd__and2_1,31
sky130_fd_sc_hd__and3_1,18
sky130_fd_sc_hd__clkbuf_1,56
sky130_fd_sc_hd__fa_1,15
sky130_fd_sc_hd__ha_1,256
sky130_fd_sc_hd__inv_1,109
sky130_fd_sc_hd__mux2_2,48
sky130_fd_sc_hd__mux2i_1,25
sky130_fd_sc_hd__nand2_1,227
sky130_fd_sc_hd__nand2b_1,37
sky130_fd_sc_hd__nand3_1,44
sky130_fd_sc_hd__nor2_1,186
sky130_fd_sc_hd__nor2b_1,32
sky130_fd_sc_hd__nor3_1,48
sky130_fd_sc_hd__nor3b_1,10
sky130_fd_sc_hd__o211ai_1,34
sky130_fd_sc_hd__o21a_1,57
sky130_fd_sc_hd__o21ai_0,157
sky130_fd_sc_hd__o21bai_1,16
sky130_fd_sc_hd__o221ai_1,11
sky130_fd_sc_hd__o22ai_1,11
sky130_fd_sc_hd__o31a_1,11
sky130_fd_sc_hd__o31ai_1,24
sky130_fd_sc_hd__or2_2,14
sky130_fd_sc_hd__or3_1,23
sky130_fd_sc_hd__xnor2_1,91
sky130_fd_sc_hd__xor2_1,60
-- kinds of logic (layout without fill, tap and decap cells) --
kind of cell             Yosys count  count (layout)  synth area share (%)
AND-OR/OR-AND                    813             813                  36.5
XOR/XNOR                         151             151                  8.70
adder cells (fa/ha/maj)          271             271                  23.0
buffers and inverters            180             213                  4.50
multiplexers                      73              73                  5.20
AND/OR/NAND/NOR                  709             709                  22.1
-- worst max path at each step --
stage / startpoint / to / depth (start not counted)
finish: b[0] / res[28] / 101
global route: b[0] / res[28] / 100
CTS: b[0] / res[28] / 101
-- worst max-delay path, delay by kind of cell --
| kind | cells | cell delay (ps) |
|---|---|---|
| AND-OR/OR-AND | 41 | 10630 |
| adder cells (fa/ha/maj) | 16 | 5330 |
| AND/OR/NAND/NOR | 21 | 3790 |
| XOR/XNOR | 13 | 2100 |
| buffers and inverters | 6 | 1540 |
| multiplexers | 4 | 1110 |
