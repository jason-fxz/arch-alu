$ cat /design/flow/run.sh
#!/bin/bash
# OpenROAD 26Q1-2900-gdf79404cd8, Yosys 0.63+post, stock flow scripts
make -C /OpenROAD-flow-scripts/flow DESIGN_CONFIG=/design/flow/config.mk WORK_HOME=/design/flow/orfs finish
$ cat /design/flow/config.mk
export PLATFORM = sky130hd
export DESIGN_NAME = float_adder
export DESIGN_NICKNAME = float_adder
export VERILOG_FILES = /design/flow/design.v
export SDC_FILE = /design/flow/constraint.sdc
export NUM_CORES = 4
export LEC_CHECK = 1
export CORE_UTILIZATION = 40
$ cat /design/flow/constraint.sdc
current_design float_adder

set clk_period 1.9
set clk_io_pct 0.2

create_clock -name clk0 -period $clk_period [get_ports {clk}]

set non_clock_inputs [all_inputs -no_clocks]
set_input_delay [expr $clk_period * $clk_io_pct] -clock clk0 $non_clock_inputs
set_output_delay [expr $clk_period * $clk_io_pct] -clock clk0 [all_outputs]
$ cat /design/flow/design.v
module float_adder(
    input   clk,
    input   rst,
    input   [31:0]  x,
    input   [31:0]  y,
    output  reg [31:0]  z,
    output  reg [1:0]   overflow 
);
    reg [24:0] m_x, m_y, m_z;
    reg [27:0] m_x_ext, m_y_ext, m_z_ext;
    reg [7:0] e_x, e_y, e_z;
    reg [2:0] s_x, s_y, s_z; 
    reg [2:0] state_now, state_next;
    parameter S_start = 3'b000;
    parameter S_align = 3'b001;
    parameter S_add = 3'b010;
    parameter S_normal = 3'b011;
    parameter S_overflow = 3'b100;
    parameter S_zerocheck = 3'b101;
    parameter S_IDLE = 3'b110;
    wire [5:0] shift_bit;
    FHB32 fhb32_x(
        .x({4'b0, m_z_ext}),
        .high_bit(shift_bit)
    );
    always @(posedge clk or negedge rst) begin
        if (!rst) begin
            state_now <= S_start;
        end
        else begin
            state_now <= state_next;
        end
    end
    always @(state_now, x, y) begin
        case(state_now)
            S_start: begin
                e_x = x[30:23];
                e_y = y[30:23];
                m_x = {2'b01 , x[22:0]};  
                m_y = {2'b01, y[22:0]};
                s_x = x[31];
                s_y = y[31];
                if ((e_x == 8'd255 && m_x[22:0] != 0) || (e_y == 8'd255 && m_y[22:0] != 0)) begin
                    overflow <= 2'b11;
                    state_next <= S_overflow;
                    s_z <= 1'b1;
                    e_z <= 8'd255;
                    m_z <= 23'b11111111111111111111111;
                end
                else if ((e_x == 8'd255 && m_x[22:0] == 0) || (e_y == 8'd255 && m_y[22:0] == 0)) begin
                    overflow <= 2'b11;
                    state_next <= S_overflow;
                    s_z <= s_x;
                    e_z <= 8'd255;
                    if ((e_x == 8'd255 && m_x[22:0] == 0) && (e_y == 8'd255 && m_y[22:0] == 0) && s_x != s_y) begin
                        m_z <= 23'b11111111111111111111111;
                    end else begin
                        m_z <= 23'b0;
                    end
                end
                else begin
                    overflow <= 2'b00;
                    state_next <= S_zerocheck;
                end
            end
            S_zerocheck: begin
                if (m_x[22:0] == 0 && e_x == 8'b0) begin
                    s_z <= s_y;
                    e_z <= e_y;
                    m_z <= m_y;
                    state_next <= S_overflow;
                end
                else if (m_y[22:0] == 0 && e_y == 8'b0) begin
                    s_z <= s_x;
                    e_z <= e_x;
                    m_z <= m_x;
                    state_next <= S_overflow;
                end
                else begin
                    state_next <= S_align;
                end
                m_x_ext <= {m_x, 3'd0};
                m_y_ext <= {m_y, 3'd0};           
            end
            S_align: begin
                if (e_x == e_y) begin
                   e_z <= e_x;
                    m_x_ext <= {m_x[23:0], 3'b0};
                    m_y_ext <= {m_y[23:0], 3'b0};
                end else if (e_x < e_y) begin
                    e_z <= e_y;
                    m_x_ext <= {m_x >> (e_y - e_x), 3'b0};
                    m_y_ext <= {m_y[23:0], 3'b0};
                end else begin 
                    e_z <= e_x;
                    m_x_ext <= {m_x[23:0], 3'b0};
                    m_y_ext <= {m_y >> (e_x - e_y), 3'b0};
                end
                state_next <= S_add;
            end
            S_add: begin
                if (s_x == s_y) begin
                    m_z_ext <= m_x_ext + m_y_ext;
                    s_z <= s_x;
                    state_next <= S_normal;
                end else begin
                    if (m_x_ext < m_y_ext) begin
                        m_z_ext <= m_y_ext - m_x_ext;
                        s_z <= s_y;
                        state_next <= S_normal;
                    end else if (m_x_ext > m_y_ext) begin  
                        m_z_ext <= m_x_ext - m_y_ext;
                        s_z <= s_x;
                        state_next <= S_normal;
                    end else begin
                        m_z <= 25'd0;
                        e_z <= 8'd0;
                        state_next <= S_overflow;
                    end
                end
            end
            S_normal: begin
                if (m_z_ext[27] == 1'b1) begin
                    if (e_z == 8'd254) begin
                        s_z <= s_x;
                        e_z <= 8'd255;
                        m_z <= 0; 
                        overflow <= 2'b01;
                        state_next <= S_overflow;
                    end else begin
                        m_z <= {1'b0, m_z_ext[26:4]};
                        e_z <= e_z + 8'b1;
                        state_next <= S_overflow;
                    end
                end else
                begin
                    if (m_z_ext[26] == 1'b0 && e_z >= 1) begin
                        m_z <= (m_z_ext << (6'd26 - shift_bit)) >> 3;
                        e_z <= e_z + shift_bit - 6'd26;
                        state_next <= S_overflow;
                    end
                    else begin
                        m_z <= m_z_ext[27:3];
                        state_next <= S_overflow;
                    end
                end
            end
            S_overflow: begin
                z = {s_z, e_z[7:0], m_z[22:0]};
                overflow <= overflow;
                state_next <= S_IDLE;
            end
            S_IDLE: begin
                state_next <= S_IDLE;
            end
            default: begin
                state_next <= S_IDLE;
            end
        endcase
    end
endmodule
module FHB32(
    input [31:0] x,
    output reg [5:0] high_bit
);
    reg ok;
    integer i;
    always @(x) begin
        ok = 0;
        for (i = 31; i >= 0; i = i - 1) begin
            if (x[i] == 1'b1 && ok == 0) begin
                high_bit = i;
                ok = 1;
            end
        end
    end
endmodule
==> run summary <==
outcome: complete, no violations
initial drt markers: 1,270
Fin Setup TNS: 0 ps
# rows: 66
Slew Viols, Final: 0
fp util: 40.9%
setup slack, reg-to-reg: 600 ps
final worst-path cycle share: 86.9%
first-pass iteration count of the detailed router: 5
Hold Crit Class: input pin to asynchronous set/reset pin
core area: 32,700 um^2
hpwl dp: 38,200 um
Chip Width: 185 um
chip area: 34,100 um^2
initial antenna violation count: 0
Crit path top cell by count: nor2_1
Worst VDD drop: 0.336 mV
maxcap violations: 0
CTS tree: done
RSZ-0062 raised after global routing: false
ys flops: 214
grt total ovfl: 0
Syn Area/Cell: 8.02 um^2
Avg WL per Cell: 22.2 um
CP max-delay cell: clkdlybuf4s50_1
Routed WL: 47,400 um
Startpoint Class: input pin
Flop area: 3270 um^2
register pins left without a clock: 208
CTS root buf: clkbuf_16
Crit. End Element: register
Insertion Delay late pin: 230 ps
global-route wire length before repair: 71,700 um
CP max FO: 3
chip height: 185 um
Post-DRT Antenna Nets: 0
OpenROAD warnings: 86
Crit Path Class: input pin to register
max frequency: 605 MHz
Filler cells: 3,281
Worst Tran Pin Value: 937 ps
Yosys chip area: 13,400 um^2
FF-to-FF End: state_now[4]$_DFF_PN0_
CP Data Required Time: 2000 ps
post_cts resized: 0
CP top delay family: simple AND/OR/NAND/NOR gates
Bufs and invs on worst path: 2
Place WS: 41.7 ps
layout cells sized above 1: 6.08%
fraction of registers with async set/reset: 2.80%
largest net degree at the start of global routing: 64
Yosys cell types: 90
Fin Clk Skew: 3.55 ps
Pwr Density: 229 nW/um^2
crit-path max cell delay: 440 ps
logic area: 9190 um^2
critical-path cell list: clkdlybuf4s50_1, nand4_1, nor2_1, nor2_1, inv_1, a221oi_1, nand2_1
via count: 12,800
final setup violation count: 0
cell area after synthesis: 13,400 um^2
most numerous logic cells after layout: a21oi_1 (123), inv_1 (116), mux2i_1 (114)
vias in the first global route: 12,000
Post-CTS Setup Bufs: 0
number of CTS-inserted buffers: 3
Commonest Layout Cell: a21oi_1
number of port buffers: 99
antenna diode count: 0
number of cells on the worst reg-to-reg path: 3
relative slew slack: 37.3%
CTS Buffer Depth: 2
Leakage Power: 6.45 nW
cell count after synthesis: 1,666
fin crit period: 1650 ps
Final WS setup: 248 ps
endpoints failing hold: 0
critical path arrival: 1750 ps
vias per cell: 5.98
IO Pins: 100
drc violations: 0
YS warnings: 48
Most used DFF post-synth: dlxtn_1
RD Place Congestion: 1.02
CTS clk-pin slew, worst paths: 40 ps
EDFF count, synth: 0
# Cells Yosys: 1,666
H-tree depth: 1
endpoints left unconstrained: 242
synthesis-to-finish area growth: 10.1%
GRT Overall Usage: 28.5%
CTS Hold Bufs: 0
Reg2Reg Launch Point: state_now[5]$_DFF_PN0_
per-layer routing:
metal | vias to the layer above | routed length, um | track usage [%] | share of wire [%]
li1 | 6145 | - | - | -
met1 | 6012 | 21400 | 41.5 | 45
met2 | 556 | 20800 | 43.4 | 44
met3 | 62 | 3430 | 5.39 | 7.2
met4 | 0 | 1700 | 8.40 | 3.6
met5 | - | 0 | 0 | 0
cell usage after synthesis, types with 6 or more instances:
master	n	area share (%)
o41ai_1	6	0.39
o21a_1	8	0.45
buf_1	13	0.37
nand3_1	37	1.4
nor2_1	109	3.1
buf_4	7	0.39
nand4_1	18	0.84
nand2_1	111	3.1
xnor2_1	36	2.4
o22ai_1	14	0.66
mux2_2	18	1.5
nor4_1	48	2.2
ha_1	107	10
a221oi_1	26	1.7
a211oi_1	12	0.67
nor3_1	31	1.2
and3_1	8	0.37
dlxtn_1	112	13
mux2i_1	114	8.5
dlxtp_1	96	11
and2_1	8	0.37
buf_6	7	0.59
o21bai_1	15	0.84
o21ai_0	76	2.8
fa_1	6	0.90
a21oi_1	123	4.6
o211ai_1	24	1.3
buf_2	14	0.52
clkbuf_1	58	1.6
a21o_1	33	1.9
xor2_1	11	0.72
a31oi_1	12	0.56
nand2b_1	20	0.94
a22o_1	31	2.0
a221o_1	17	1.3
nor2b_1	16	0.75
mux4_2	18	3.0
o31ai_1	18	1.0
or3_1	9	0.42
inv_1	116	3.3
worst max path at each step:
stage,to,startpoint,cells past startpoint
4_1_cts,state_now[1]$_DFF_PN0_,x[26],7
5_1_grt,state_now[1]$_DFF_PN0_,x[26],7
6_report,state_now[1]$_DFF_PN0_,x[26],7
registers in the layout, indices dropped and copies added, names as in the netlist, 8 cells and up:
name and count:
e_x 8, e_y 8, e_z 8, m_x 23, m_x_ext 24, m_y 23, m_y_ext 24, m_z 23
m_z_ext 25, z 32
cell type report:
| cell class | instances | area share, % |
|---|---|---|
| Clock buffer | 4 | 0.536 |
| Inverter | 119 | 3.04 |
| Multi-Input combinational cell | 1233 | 62.4 |
| Sequential cell | 214 | 22.2 |
| Tap cell | 442 | 3.76 |
| Timing Repair Buffer | 124 | 8.01 |
logic make-up after synthesis:
family,after synthesis,share of synthesized area (%)
AND-OR/OR-AND,478,24.8
XOR/XNOR,49,3.32
adder cells (fa/ha/maj),113,10.9
buffers and inverters,219,6.88
flip-flops,6,1.13
latches,208,23.4
multiplexers,152,13.3
other,1,0.0281
AND/OR/NAND/NOR,440,16.3
power breakdown:
group          leakage [nW]  switching [W]  internal, W
clock                0.0382      0.0000723     0.000278
combinational          4.68        0.00127     0.000973
sequential             1.73       0.000255     0.000521
stage by stage:
step	util (%)	cell area, um^2	total power (W)	hold slack [ps]	std cells
after global placement	44.8	14600	0.00299	495	2132
after detailed placement	44.8	14600	0.00299	521	2132
after CTS	45.0	14700	0.00335	418	2136
final	45.0	14700	0.00337	416	2136
after global routing	45.0	14700	0.00360	423	2136
after floorplan	-	13400	0.00221	84.4	1666
No activity file was given, so power comes from the tool's default toggle rates.
